**flow/design.v**
```verilog
module ALU
(
    input  logic [31:0] A, 
    input  logic [31:0] B, 
    input  logic [3:0]  alu_op,
    output logic [31:0] C
);
    always_comb begin
		case (alu_op)
		    0:  C <= A + B;
		    1:  C <= A << B;
		    2:  C <= $signed(A) < $signed(B);
		    3:  C <= A < B;
		    4:  C <= A ^ B;
		    5:  C <= A >> B;
		    6:  C <= A >>> B;
		    7:  C <= A | B;
		    8:  C <= A & B;
		    9:  C <= A - B;
		    default: C <= 0;
		endcase
    end
endmodule
```
**flow/run.sh**
```bash
#!/bin/bash
# OpenROAD 26Q1-2900-gdf79404cd8, Yosys 0.63+post, stock flow scripts
make -C /OpenROAD-flow-scripts/flow DESIGN_CONFIG=/design/flow/config.mk WORK_HOME=/design/flow/orfs finish
```
**flow/config.mk**
```make
export PLATFORM = sky130hd
export DESIGN_NAME = ALU
export DESIGN_NICKNAME = ALU
export VERILOG_FILES = /design/flow/design.v
export SDC_FILE = /design/flow/constraint.sdc
export NUM_CORES = 4
export LEC_CHECK = 1
export CORE_UTILIZATION = 50
```
**flow/constraint.sdc**
```tcl
current_design ALU

set clk_period 21.4
set clk_io_pct 0.2

create_clock -name clk0 -period $clk_period

set non_clock_inputs [all_inputs -no_clocks]
set_input_delay [expr $clk_period * $clk_io_pct] -clock clk0 $non_clock_inputs
set_output_delay [expr $clk_period * $clk_io_pct] -clock clk0 [all_outputs]
```
==> results.txt <==
Seq cells = 0
die height = 133 um
yosys cell count = 1300
first-pass GRT wire length = 57.7 mm
max_cap viols = 0
cell count after synthesis = 1300
hold slack = 9.96 ns
final period demand of the worst path = 12.91 ns
Synth Area in Adders = 0.144
# rows = 47
synthesized cell area = 8630 sq um
post-layout period usage of the worst path = 0.603
largest net degree at the start of global routing = 69
CLK BUF = 0
Total Routing Usage GR = 0.431
residual DRC count = 0
initial antenna violation count = 0
grt total ovfl = 0
xor/xnor share = 0.0122
yosys synthesis chip area = 8630 sq um
Hold/Removal Path Class = in2out
Vias = 10500
YS warnings = 1
status = completed
Rel. slew slack = 0.397
cell with the most instances after synthesis = nor2_1
setup TNS = 0 ns
final hold vios = 0
critical path's most frequent cell = buf_4
worst-path maximum fanout = 68
Top non-seq family = AND-OR/OR-AND gates
startpoint types = input pin
Antenna Violating Nets Remaining = 0
arrival time worst endpoint = 8.63 ns
routed wire length = 38.0 mm
GP Congestion = 1.08
setup repair bufs after CTS = 0
Top cell area share = 0.139
Power, Total = 236 uW
die width = 133 um
crit-path cells = buf_2 -> buf_4 -> clkinv_1 -> buf_4 -> ha_1 -> nor3_2 -> o31ai_1 -> a21o_1 -> o221a_1 -> nand2_1 -> a221oi_2 -> o41ai_1 -> nor4_1 -> a31oi_1 -> clkdlybuf4s50_1
# setup viols final = 0
slowest stage delay, CP = 0.56 ns
post-cts resize count = 0
Core Area = 16700 sq um
Peak VDD IR = 0.0386 mV
fp_density = 0.517
CP Capture Type = primary output
worst slew pin tran = 0.882 ns
average footprint of a synthesized cell = 6.64 sq um
Setup CP Type = in2out
Leak = 3.93 nW
sequential standard cell area = 0 sq um
drt first pass iters = 5
Yosys top cell by area = ha_1
Req. time, crit path = 17.12 ns
max-slew violation count = 0
Pwr per Cell Area = 24.6 nW/um^2
total die size = 17800 sq um
WL/cell = 24.6 um
simple-gate share of the synthesized area = 0.222
Synth area leaders = ha_1 (14%), mux2i_1 (7.4%), a21oi_1 (6.2%), o21ai_0 (6.2%), nor2_1 (6.0%)
Area Growth Syn to Fin = 11.1%
Yosys cell types = 99
detailed placement HPWL = 29.7 mm
I/O Pins = 100
Port Buffers = 100
commonest cells in the netlist = nor2_1 (138), nand2_1 (114), a21oi_1 (107), o21ai_0 (107), inv_1 (97)
Post-synth seq share = 0
drt via density = 6.82
OpenROAD warning count = 97
area fraction in compound gates = 0.387
1st-iter DRT viols = 1465
f_max = 77.5 MHz
layout cell share with drive strength beyond 1 = 0.0717
Critical Path Slowest Stage Cell = a221oi_2
CTS Hold Bufs = 0
RSZ-0062 raised after global routing = false
number of diodes = 0
vias in the first global route = 9541
mux frac, synth = 0.130
[critical path: cells and delay by family]
| kind | cells | cell delay [ns] |
|---|---|---|
| adders and majority gates | 1 | 0.52 |
| buffers and inverters | 5 | 1.49 |
| and+or+nand+nor | 3 | 0.47 |
| AOI/OAI and AO/OA | 6 | 1.84 |
[cells by family (layout without fill, tap and decap cells)]
kind of cell	after synthesis	count (layout)
adders and majority gates	98	98
AOI/OAI and AO/OA	487	487
buffers and inverters	203	228
xor gates and xnor gates	12	12
muxes	91	91
and+or+nand+nor	409	409
[report_power, final]
| part | internal, mW | switching (mW) |
|---|---|---|
| sequential | 0 | 0 |
| clock | 0 | 0 |
| combinational | 0.0945 | 0.142 |
| total | 0.0945 | 0.142 |
[placed cells by master, fill, tap and decap left out, drive strengths merged, types with 16 or more instances in the layout]
| cell type | n |
|---|---|
| a211oi | 34 |
| a21oi | 108 |
| a221oi | 34 |
| buf | 28 |
| clkdlybuf4s50 | 97 |
| ha | 96 |
| inv | 102 |
| mux2i | 64 |
| mux4 | 16 |
| nand2 | 114 |
| nand3 | 26 |
| nor2 | 139 |
| nor3 | 44 |
| o211ai | 18 |
| o21ai | 122 |
[cell type report]
class              instances  area [sq um]
multi-input cells       1097          7750
fillers                 1625          7110
repair buffers           125          1180
inverters                103           387
well taps                220           275
[stage by stage]
step | utilization | worst slack (ns) | cells | instance area (sq um)
5_1_grt | 0.574 | 8.04 | 1545 | 9590
3_5_place_dp | 0.574 | 8.59 | 1545 | 9590
2_1_floorplan | - | 9.71 | 1300 | 8630
6_report | 0.574 | 8.49 | 1545 | 9590
4_1_cts | 0.574 | 8.58 | 1545 | 9590
3_3_place_gp | 0.574 | 8.63 | 1545 | 9590
[path summary, 6_finish.rpt]
| check | start | endpoint | slack (ns) | depth (start not counted) |
|---|---|---|---|---|
| min | B[0] | C[1] | 9.96 | 7 |
| max | B[2] | C[29] | 8.49 | 15 |
[per-layer routing]
layer | up-vias | global-route usage | share of wire
li1 | 4930 | - | -
met1 | 4769 | 0.582 | 0.40
met2 | 708 | 0.648 | 0.43
met3 | 128 | 0.0765 | 0.11
met4 | 0 | 0.249 | 0.068
met5 | - | 0 | 0
Power is estimated from default activity; no workload was simulated.

--- ./run.sh ---
#!/bin/bash
# OpenROAD 26Q1-2900-gdf79404cd8, Yosys 0.63+post, stock flow scripts
make -C /OpenROAD-flow-scripts/flow DESIGN_CONFIG=/design/flow/config.mk WORK_HOME=/design/flow/orfs finish
--- ./design.v ---
module WriteBack
(
    input  logic [31:0] A, 
    input  logic [31:0] B, 
    input  logic [31:0] C, 
    input  logic [31:0] D, 
    input  logic [1:0]  wb_sel,
	output logic [31:0] wdata
);
	always_comb begin
		case (wb_sel)
			0: wdata <= A;
			1: wdata <= B;
			2: wdata <= C;
			3: wdata <= D;
		endcase
	end
endmodule
--- ./config.mk ---
export PLATFORM = sky130hd
export DESIGN_NAME = WriteBack
export DESIGN_NICKNAME = WriteBack
export VERILOG_FILES = /design/flow/design.v
export SDC_FILE = /design/flow/constraint.sdc
export NUM_CORES = 4
export LEC_CHECK = 1
export CORE_AREA = 10 10 84 84
export DIE_AREA = 0 0 94 94
--- ./constraint.sdc ---
current_design WriteBack

set clk_period 1.0
set clk_io_pct 0.2

create_clock -name clk0 -period $clk_period

set non_clock_inputs [all_inputs -no_clocks]
set_input_delay [expr $clk_period * $clk_io_pct] -clock clk0 $non_clock_inputs
set_output_delay [expr $clk_period * $clk_io_pct] -clock clk0 [all_outputs]
==> results.txt <==
Antenna-violating nets left: 0
WL final: 6.51 mm
Switching power: 0.230 mW
Clk pwr share: 0%
Flip-flop and latch area: 0 µm²
Drt via density: 4.30
Cells in synth_stat.txt: 39
Post-synth top cells: 30 x mux4_2, 3 x buf_12, 3 x buf_2, 2 x mux4_1, 1 x buf_6
Ys Warns: 1
Worst EP arrival: 1.12 ns
Final Hold Violating Endpoints: 0
Mapped Cells: 39
Slew headroom: 89.4%
Seq/Total Area, Yosys: 0%
IO Port Bufs: 162
Post-synthesis cell area: 815 µm²
Run status: finished, violations left
WL/cell: 23.7 µm
Grt ovf: 0
Layout cell share with drive strength beyond 1: 36.6%
Worst Tran Pin Value: 0.160 ns
DP Cell Count: 267
LEAKAGE: 1.12 nW
Met3 usage: 5.65%
Fin crit period: 1.32 ns
Max-area cell share: 82.9%
Comb. cell area: 721 µm²
Non-filler cells, final: 275
Critical Path RT: 0.80 ns
Vias in the first global route: 1466
Die y size: 94 µm
Met2 Track Usage GR: 26.8%
Drt pass-1 iters: 4
Failing checks: setup timing
# setup viols final: 32
HP Class: in2out
Int Pwr: 0.635 mW
Row count: 26
DP Worst Slack: -0.924 ns
M1 GR Usage: 15.2%
Synth-to-layout area growth: 188%
Post-cts hold buffer count: 0
Tool Warnings: 35
Yosys stat chip area: 815 µm²
Final slew viol count: 0
Critical Path Fanout Max: 6
Via count: 1182
Core area: 5200 µm²
Post-DP HPWL: 5.67 mm
Drt drc: 0
Setup crit start kind: primary input
Pin count of the biggest net entering global routing: 17
Final WS setup: -0.319 ns
GRT Total Usage: 14.2%
Min Hold Slack: 0.882 ns
Max-cap viol count: 0
CP endpoint kind: primary output
Top cells, area: mux4_2 83%, buf_12 7.4%, mux4_1 6.5%
Max Fclk: 758 MHz
Yosys top cell by area: mux4_2
Switching share of power: 26.5%
Unique cell types: 5
Total Power: 0.865 mW
Seq pwr share: 0%
Flop count: 0
RSZ-0062 raised after global routing: yes
Final cycle utilization of the critical path: 132%
Die X: 94 µm
P per Cell Area: 369 nW/µm²
Placer Congestion: 0.910
Setup bufs post-CTS: 0
Initial antenna violation count: 3
IO Pins: 162
First-pass GRT wire length: 9.25 mm
Floorplan utilization: 15.6%
Chip area: 8840 µm²
Worst ir drop on vdd: 203 µV
Comb pwr share: 100.0%
Yosys top cell by instances: mux4_2
Mean Syn Cell Area: 20.9 µm²
Kind of critical path: in2out
Drt initial violations: 11
CLK BUF: 0
GR peak layer: met2
Filler cells: 534
-- layout make-up --
class                           instances  area share (%)
Tap cell                               70            3.73
Multi-Input combinational cell         32            30.7
Timing Repair Buffer                  170            65.2
Antenna cell                            3           0.320
-- stage by stage --
step	util [%]	setup TNS, ns	area [µm²]
after floorplan	-	-2.75	823
after global placement	47.6	-28.67	2480
after detailed placement	47.6	-28.50	2480
after CTS	44.9	-9.57	2340
after global routing	45.1	-10.22	2350
final	45.1	-9.19	2350
-- repair_timing --
action	4_1_cts	5_1_grt
resized	257	0
hold endpoints to repair	0	0
cloned	5	0
endpoints found under the setup margin	32	32
-- worst max-delay path, cell delays in order --
cell,delay [ns]
buf_16,0.13
buf_12,0.13
mux4_2,0.51
buf_2,0.14
-- kinds of logic after synthesis --
| logic type | count (synthesis) | synth area share, % |
|---|---|---|
| mux | 32 | 89.4 |
| buf+inv | 7 | 10.6 |
-- placed cells by master (no fill, tap or decap), drive strengths merged --
master and n:
dlygate4sd2 128, diode 3, clkdlybuf4s15 1, buf 41, mux4 32
-- final timing paths --
path	from	to	slack, ns	depth (start not counted)
min	A[31]	wdata[31]	0.88	3
max	wb_sel[0]	wdata[3]	-0.32	4
-- power by group through the flow --
stage | logic, mW | registers, mW | clock network, mW
final | 0.865 | 0 | 0.000000401
after global routing | 0.935 | 0 | 0.000000401
after CTS | 0.887 | 0 | 0
-- metal layers --
| layer | vias to the layer above | part of all wire [%] | wire (µm) |
|---|---|---|---|
| li1 | 542 | - | - |
| met1 | 568 | 32 | 2120 |
| met2 | 70 | 57 | 3710 |
| met3 | 2 | 9.8 | 637 |
| met4 | 0 | 0.78 | 51 |
| met5 | - | 0 | 0 |
Power and IR drop assume default switching activity.
